==> design.v <==
module counter(input clk,enable,reset,
output logic [3:0] data);
  always @ (posedge clk)
    if (reset) data <= 0;
    else if (enable) data ++;
endmodule
==> run.sh <==
#!/bin/bash
# OpenROAD 26Q1-2900-gdf79404cd8, Yosys 0.63+post, stock flow scripts
make -C /OpenROAD-flow-scripts/flow DESIGN_CONFIG=/design/flow/config.mk WORK_HOME=/design/flow/orfs finish
==> config.mk <==
export PLATFORM = sky130hd
export DESIGN_NAME = counter
export DESIGN_NICKNAME = counter
export VERILOG_FILES = /design/flow/design.v
export SDC_FILE = /design/flow/constraint.sdc
export NUM_CORES = 4
export LEC_CHECK = 1
export CORE_AREA = 10 10 70 70
export DIE_AREA = 0 0 80 80
==> constraint.sdc <==
current_design counter

set clk_period 1.7
set clk_io_pct 0.2

create_clock -name clk0 -period $clk_period [get_ports {clk}]

set non_clock_inputs [all_inputs -no_clocks]
set_input_delay [expr $clk_period * $clk_io_pct] -clock clk0 $non_clock_inputs
set_output_delay [expr $clk_period * $clk_io_pct] -clock clk0 [all_outputs]
==> impl_metrics.env <==
# physical design summary
export IMPL_status="finished, final reports clean"
export IMPL_dr_pass1_iters=2
export IMPL_crit_required_ns=1.36
export IMPL_period_used_pct=86.3
export IMPL_slew_headroom_pct=83.2
export IMPL_peakVddDrop_uv=213
export IMPL_final_cell_mix="clkdlybuf4s50_1, dfxtp_1, nor2_1, clkbuf_4"
export IMPL_synth_area_um2=179
export IMPL_cap_violations=0
export IMPL_aoi_share_pct=8.39
export IMPL_ys_seq_share_pct=44.8
export IMPL_synth_distinct_cells=11
export IMPL_ys_sh_mux_pct=14.0
export IMPL_dp_slack_ns=0.195
export IMPL_die_h_um=80
export IMPL_crit_path_cell_trace="clkdlybuf4s50_1"
export IMPL_io_pins=7
export IMPL_ant_nets=0
export IMPL_yosys_warnings=1
export IMPL_regMostFlops="data"
export IMPL_lay_top_count="clkdlybuf4s50_1"
export IMPL_core_rowCount=21
export IMPL_grt_start_max_net_pins=6
export IMPL_warning_count=25
export IMPL_setup_viol=0
export IMPL_critical_path_max_fanout=4
export IMPL_syn_inst=16
export IMPL_critPathLaunchType="flip-flop"
export IMPL_layout_area_overhead_vs_synth_pct=78.3
export IMPL_initCoreUtil_pct=5.24
export IMPL_wirelength_um=470
export IMPL_ff_latch_area_um2=80.1
export IMPL_hold_class="reg -> reg"
export IMPL_worstSetupEndpointType="primary output"
export IMPL_cts_resized=0
export IMPL_core_mm2=0.00342
export IMPL_largest_reg_flops=4
export IMPL_postCtsSetupBuffers=0
export IMPL_p_switching_mw=0.0516
export IMPL_fin_ws_ns=0.232
export IMPL_reg_top3="data (4)"
export IMPL_dpl_cell_area_um2=297
export IMPL_dp_cells=68
export IMPL_fillCellCount=401
export IMPL_fin_total_pwr_mw=0.249
export IMPL_topCombFamilyByArea="simple AND/OR/NAND/NOR gates"
export IMPL_ys_sh_xor_pct=4.90
export IMPL_htreeDepth=1
export IMPL_cts_sinks=4
export IMPL_pwr_share_clk_pct=45.6
export IMPL_grt_pass1_wl_um=834
export IMPL_ys_area_um2=179
export IMPL_critical_path_top_delay_family="buffers and inverters"
export IMPL_intPower_mw=0.198
export IMPL_hold_buffers=0
export IMPL_rsz0062_at_grt="no"
export IMPL_cts_root_buf="clkbuf_4"
export IMPL_fmax_ghz=0.681
export IMPL_finalCriticalPeriod_ns=1.47
export IMPL_vias_per_cell=1.96
export IMPL_ys_cells=16
export IMPL_n_antenna_cell=0
export IMPL_finalHoldViolations=0
export IMPL_seqPwrFrac_pct=42.6
export IMPL_cpPeakStageDelay_ns=0.50
export IMPL_syn_area_per_cell_um2=11.2
export IMPL_vias=139
export IMPL_io_buffers=6
export IMPL_logic_area_um2=98.8
export IMPL_worst_path_buf_inv=1
export IMPL_fin_skew_ns=0.00331
export IMPL_overflow=0
export IMPL_netSwitchingFraction_pct=20.7
export IMPL_crit_type="reg -> out"
export IMPL_routabilityCongestion=0.647
export IMPL_grtUsageTotal_pct=1.76
export IMPL_numSynthFlops=4
export IMPL_drive_gt1_share_pct=24.0
export IMPL_drt_initial_drc_count=12
export IMPL_postLayoutCoreUtil_pct=9.34
export IMPL_die_x_um=80
export IMPL_final_cell_area_um2=319
export IMPL_drv_slew=0
export IMPL_wl_per_cell_um=6.62
export IMPL_holdWs_ns=0.572
export IMPL_clk_pin_slew_ns=0.04
export IMPL_critical_path_slowest_cell="clkdlybuf4s50_1"
export IMPL_drcViolationCount=0
export IMPL_power_leakage_nw=0.120
export IMPL_first_global_vias=161
export IMPL_ys_sh_simple_pct=21.0
export IMPL_chipArea_mm2=0.00640
export IMPL_adder_share_pct=6.99
export IMPL_setup_tns_ns=0
export IMPL_antenna_found_initial=0
export IMPL_tritoncts="done"
export IMPL_cts_made_buffers=3
export IMPL_stdcell_count=71
export IMPL_cp_data_arrival_time_ns=1.13
export IMPL_worst_pin_slew_ns=0.251
export IMPL_power_share_combinational_pct=11.8
export IMPL_power_density_mw_per_mm2=781
export IMPL_clock_path_buffers=2
export IMPL_clk_latency_ns=0.23
-- synth_stat cells, drive strengths merged --
library cell	number	area share (%)
a21bo	1	5.6
ha	1	7.0
xnor2	1	4.9
mux2i	1	5.6
nor2b	1	3.5
nand4	1	7.0
dfxtp	4	45
mux2	1	8.4
a21oi	1	2.8
nand3b	1	4.2
nor2	3	6.3
-- power by group through the flow --
stage / combinational (mW) / sequential, mW / clock [mW]
after CTS: 0.0298 / 0.106 / 0.120
after global routing: 0.0337 / 0.108 / 0.129
final: 0.0294 / 0.106 / 0.114
-- final cells by class --
type                       instances  share of cell area [%]
multi-input combinational         12                    31.0
sequential                         4                    25.1
timing repair buffer               6                    18.8
tap                               46                    18.0
clock buffer                       3                    7.06
-- kinds of logic (layout without fill, tap and decap cells) --
kind of cell               after synthesis  in the layout
muxes                                    2              2
buffers and inverters                    0              9
adders and majority gates                1              1
xor gates and xnor gates                 1              1
and+or+nand+nor                          6              6
AOI/OAI and AO/OA                        2              2
DFF                                      4              4
-- final timing paths --
path | from | to | slack (ns) | depth (start not counted)
worst max-delay path | data[0] | data[0] | 0.23 | 1
worst min-delay path | data[3] | data[3] | 0.57 | 2
worst max register to register | data[0] | data[1] | 0.74 | 3
worst min register to register | data[3] | data[3] | 0.57 | 2
-- metal layers --
layer / global-route usage [%] / part of all wire, %
met1: 2.19 / 48
met2: 1.85 / 31
met3: 2.16 / 21
met4: 0.176 / 0
met5: 0 / 0
No activity file was given, so power comes from the tool's default toggle rates.
